## /design/flow/config.mk

```make
export PLATFORM = sky130hd
export DESIGN_NAME = calc
export DESIGN_NICKNAME = calc
export VERILOG_FILES = /design/flow/design.v
export SDC_FILE = /design/flow/constraint.sdc
export NUM_CORES = 4
export LEC_CHECK = 1
export CORE_AREA = 10 10 70 70
export DIE_AREA = 0 0 80 80
```

## /design/flow/constraint.sdc

```tcl
current_design calc

set clk_period 3.9
set clk_io_pct 0.2

create_clock -name clk0 -period $clk_period [get_ports {clk}]

set non_clock_inputs [all_inputs -no_clocks]
set_input_delay [expr $clk_period * $clk_io_pct] -clock clk0 $non_clock_inputs
set_output_delay [expr $clk_period * $clk_io_pct] -clock clk0 [all_outputs]
```

## /design/flow/design.v

```verilog
module full_adder_nodelay(A, B, Cin, S, Cout);
   input A, B, Cin;
   output S, Cout;
   assign S = A ^ B ^ Cin;
   assign Cout = (A & B) | (A & Cin) | (B & Cin);
endmodule  
module four_bit_adder(A, B, Cin, S, Cout);
   input [3:0]  A;
   input [3:0]  B;
   input        Cin;
   output [3:0] S;
   output       Cout;
   wire         C1, C2, C3;
   full_adder_nodelay FA1(A[0], B[0], Cin, S[0], C1);
   full_adder_nodelay FA2(A[1], B[1], C1,  S[1], C2);
   full_adder_nodelay FA3(A[2], B[2], C2,  S[2], C3);
   full_adder_nodelay FA4(A[3], B[3], C3,  S[3], Cout);
endmodule
module alu(A, B, Op, S);
   input [3:0]  A;
   input [3:0]  B;
   output [3:0] S;
   input [2:0]  Op;
   wire [3:0] adder_out;
   wire       adder_Cout;
   four_bit_adder the_adder(A, Op[2]?~B:B, Op[2], adder_out, adder_Cout);
   assign S =
      (Op==3'b000) ? A & B :
      (Op==3'b001) ? A | B :
      (Op==3'b010) ? adder_out :
      (Op==3'b100) ? A & ~B :
      (Op==3'b101) ? A | ~B :
      (Op==3'b110) ? adder_out :
      (Op==3'b111) ? { 1'b0,1'b0,1'b0,adder_out[3] } : 0;
endmodule
module calc(clk, Reset , B, Op, Result);
  input clk;
  input Reset;
  input [3:0] B;
  input [2:0] Op;
  output [3:0] Result;
  wire[3:0] AluOut;
  reg[3:0] state;
  alu alu1(state, B, Op, AluOut);
  always @(posedge clk) begin
    if (Reset)
      state <= 4'b0000;
    else
      state <= AluOut;
  end
  assign Result = state;
endmodule  
```

## /design/flow/run.sh

```bash
#!/bin/bash
# OpenROAD 26Q1-2900-gdf79404cd8, Yosys 0.63+post, stock flow scripts
make -C /OpenROAD-flow-scripts/flow DESIGN_CONFIG=/design/flow/config.mk WORK_HOME=/design/flow/orfs finish
```

==> results.py <==
# Flow results
metrics = {
    "drt": {
        "vias": 358,
        "routed_wl_mm": 1.00,
        "wl_per_cell_um": 9.63,
        "drc": 0,
        "ant_nets": 0,
        "drtIter0Drc": 10,
        "drt-pass1-iter-count": 4,
        "antennaDiodeCount": 0,
        "avgViaCountPerCell": 3.44,
    },
    "global_route": {
        "grt_pass1_vias": 339,
        "use_met1_pct": 3.96,
        "grt_use_total_pct": 3.09,
        "grt_overflow": 0,
        "grtUsageMet3_pct": 1.82,
        "grt_max_degree": 10,
        "grt_pass1_wl_mm": 1.57,
        "met2_usage_pct": 4.41,
        "antenna_found_initial": 0,
        "top_usage_layer": "met2",
    },
    "sta": {
        "tightest_slew_ps": 307,
        "setup_tns_ps": 0,
        "fin_crit_sh_pct": 79.7,
        "rsz0062_at_grt": "false",
        "hold_violations": 0,
        "drv_slew": 0,
        "slew_headroom_pct": 79.4,
        "max_freq_mhz": 322,
        "min_period_ps": 3110,
        "clock_skew_ps": 1.07,
        "setup-violations-final": 0,
    },
    "critical_path": {
        "crit_top_cell": "xnor2_1",
        "regToRegSetupSlack_ps": 1650,
        "slowest_stage": "clkdlybuf4s50_1",
        "end_kind": "flip-flop",
        "crit_required_ps": 4050,
        "cp_slowest_stage_delay_ps": 500,
        "r2r_end": "state[0]$_SDFF_PP0_",
        "cp-start-kind": "input port",
        "cp.arrival_ps": 3260,
        "crit_type": "input port to flip-flop",
        "reg2reg_from": "state[0]$_SDFF_PP0_",
        "ff2ff_path_depth": 7,
        "path_cells": "clkdlybuf4s50_1 -> buf_4 -> xnor2_1 -> fa_1 -> fa_1 -> xnor2_1 -> xnor2_1 -> a31oi_1 -> a221oi_2",
        "critPathMaxFanout": 6,
    },
    "place": {
        "globalplace.congestion": 0.741,
        "post-place-cells": 101,
        "portBuffers": 12,
        "dpl.hpwl_um": 851,
    },
    "die": {
        "io_pins": 13,
        "die_w_um": 80,
        "initCoreUtil_pct": 12.7,
        "dieHeight_um": 80,
        "fp-row-count": 21,
        "die-area_um2": 6400,
        "core_area_um2": 3420,
    },
    "synthesis": {
        "yosysWarningCount": 1,
        "ys_cells": 48,
        "synth_seq_share_pct": 18.4,
        "syn_inst": 48,
        "synth_flops": 4,
        "synth_cell_types": 23,
        "synth_area_per_cell_um2": 9.07,
        "synthesis.area_um2": 435,
        "yosysChipArea_um2": 435,
    },
    "finish": {
        "regMostFlops": "state",
        "area_growth_pct": 37.1,
        "mostFrequentLayoutCells": "clkdlybuf4s50_1, xnor2_1, nand2_1",
        "reg.largest.list": "state (4)",
        "layout_top_cell": "clkdlybuf4s50_1",
        "drive_gt1_share_pct": 15.5,
        "finalNonFillerCells": 104,
        "largest_reg_flops": 4,
    },
    "clock_tree": {
        "htreeDepth": 1,
        "clkLatencyLatePin_ps": 230,
        "clk_path_buf_depth": 2,
        "path_clk_slew_ps": 40,
        "cts_root_buf": "clkbuf_4",
        "numCtsBuffers": 3,
        "post-cts-setup-buffers": 0,
        "cts_tree": "yes",
        "cts_sinks": 4,
        "cts-resized-gates": 0,
        "cts-hold-fix-buffers": 0,
    },
    "power_and_ir_drop": {
        "leakage_uw": 0.000191,
        "vdd_drop_max_uv": 80.9,
        "p_total_uw": 168,
        "p_per_area_nw_per_um2": 282,
    },
    "min_path": {
        "hold_start": "state[3]$_SDFF_PP0_",
        "hold_end": "state[3]$_SDFF_PP0_",
        "min_path_type": "flip-flop to flip-flop",
        "hold-path-cell-count": 3,
    },
    "run": {
        "maxCapViolCount": 0,
        "warnings": 25,
    },
    "outcome": {
        "status": "completed",
    },
}
-- metal layers --
layer | share of wire, % | routed length (um)
met3 | 12 | 122
met1 | 43 | 434
met2 | 44 | 445
met4 | 0 | 0
met5 | 0 | 0
-- worst max path at each step --
| stage | from | slack [ps] | cells after the start | to |
|---|---|---|---|---|
| 4_1_cts | Op[2] | 770 | 9 | state[0]$_SDFF_PP0_ |
| 6_report | Op[2] | 790 | 9 | state[0]$_SDFF_PP0_ |
| 5_1_grt | Op[2] | 650 | 9 | state[0]$_SDFF_PP0_ |
-- per-stage QoR --
stage               cell area (um^2)  hold WS, ps  setup slack [ps]  util, %
floorplan                        435          582              1150        -
global placement                 574          611               546     16.8
detailed placement               574          624               533     16.8
CTS                              597          630               773     17.5
global route                     597          675               651     17.5
finish                           597          622               790     17.5
-- cells in the mapped netlist --
master    n  share of area, %
buf_6     1               2.6
dfxtp_1   4                18
nand2_1   5               4.3
a21oi_1   2               2.3
o21ai_0   3               3.4
a32oi_1   1               2.0
a221oi_2  1               3.4
o311a_1   1               2.3
xor2_4    1               6.3
a21o_1    1               1.7
nor2b_1   2               2.9
xnor2_1   5                10
nor3b_1   1               1.7
or2_2     1               1.4
mux2i_1   1               2.3
o32ai_1   2               4.0
maj3_2    2               5.2
buf_4     4               6.9
inv_1     4               3.4
buf_2     1               1.1
xor2_1    1               2.0
fa_1      2               9.2
a31oi_1   2               2.9
-- final cells by class --
cell class | count | area (um^2)
inverters | 4 | 15.0
clock buffers | 3 | 22.5
fillers | 394 | 2820
flip-flops and latches | 4 | 80.1
well taps | 46 | 57.6
multi-input cells | 34 | 294
repair buffers | 13 | 128
-- cell families after synthesis --
| group | synth area share [%] |
|---|---|
| AND-OR/OR-AND | 22.1 |
| XOR/XNOR | 18.4 |
| adder cells (fa/ha/maj) | 14.4 |
| buffers and inverters | 14.1 |
| flip-flops | 18.4 |
| multiplexers | 2.30 |
| AND/OR/NAND/NOR | 10.3 |
-- worst max-delay path, delay by kind of cell --
kind | cells | cell delay [ps]
AND-OR/OR-AND | 2 | 380
XOR/XNOR | 3 | 460
adder cells (fa/ha/maj) | 2 | 940
buffers and inverters | 2 | 700
-- power by group --
| part | leakage, uW | switching [uW] | internal, uW |
|---|---|---|---|
| clock network | 0.0000138 | 18.0 | 34.5 |
| logic | 0.000145 | 28.0 | 37.8 |
| registers | 0.0000330 | 4.40 | 45.4 |
| total | 0.000191 | 50.5 | 118 |
Power and IR drop assume default switching activity.
