===== flow/run.sh =====
#!/bin/bash
# OpenROAD 26Q1-2900-gdf79404cd8, Yosys 0.63+post, stock flow scripts
make -C /OpenROAD-flow-scripts/flow DESIGN_CONFIG=/design/flow/config.mk WORK_HOME=/design/flow/orfs finish

===== flow/config.mk =====
export PLATFORM = sky130hd
export DESIGN_NAME = E15Mem
export DESIGN_NICKNAME = E15Mem
export VERILOG_FILES = /design/flow/design.v
export SDC_FILE = /design/flow/constraint.sdc
export NUM_CORES = 4
export LEC_CHECK = 1
export CORE_UTILIZATION = 40

===== flow/constraint.sdc =====
current_design E15Mem

set clk_period 2.6
set clk_io_pct 0.2

create_clock -name clk0 -period $clk_period [get_ports {clk}]

set non_clock_inputs [all_inputs -no_clocks]
set_input_delay [expr $clk_period * $clk_io_pct] -clock clk0 $non_clock_inputs
set_output_delay [expr $clk_period * $clk_io_pct] -clock clk0 [all_outputs]

===== flow/design.v =====
module E15Mem(input clk, 
              input wire write_enable,
              input wire [3:0] address,
              input wire [3:0] valueIn,
              output wire [3:0] valueOut 
                  );
   reg [3:0] memory [15:0];
   assign valueOut = memory[address];
   always @(posedge clk)
     if (write_enable)
      begin
        memory[address] <= valueIn;
      end
endmodule

==> flow_summary.json <==
{
  "relSlewSlack_pct": 61.0,
  "ir_drop_mv": 0.447,
  "cts_tree": "yes",
  "grt_pass1_wl_mm": 7.53,
  "synth_top_area_share_pct": 74.5,
  "core_util_floorplan_pct": 42.5,
  "min_period_ns": 2.53,
  "h-tree-depth": 3,
  "cts_buffer_depth": 2,
  "syn_inst": 129,
  "layout-drive-gt1-share_pct": 32.0,
  "avgViaCountPerCell": 5.36,
  "grtUsageMet2_pct": 23.2,
  "drtAntennaViolNets": 0,
  "dp_hpwl_mm": 3.01,
  "cp-end-kind": "primary output",
  "vias": 1309,
  "finalCritPeriodShare_pct": 97.2,
  "fmax_mhz": 396,
  "numCtsBuffers": 9,
  "core_area_um2": 6060,
  "largest_reg_flops": 64,
  "p_leak_nw": 1.03,
  "fin_util_pct": 51.6,
  "drc": 0,
  "grt-busiest-layer": "met1",
  "clk_pin_slew_ns": 0.07,
  "avgSynthCellArea_um2": 20.0,
  "yosys_warnings": 1,
  "netlist_area_um2": 2580,
  "finalSetupViolCount": 0,
  "tns_ns": 0,
  "pin_count": 14,
  "topCellsByArea": "edfxtp_1, mux4_2, mux4_1, nor2_1, nand3_1",
  "totalWireLength_mm": 4.73,
  "firstDrtPassIters": 4,
  "arrival_ns": 2.01,
  "gp_congestion": 0.778,
  "grt_max_degree": 17,
  "synth-edff-count": 64,
  "io_buffers": 13,
  "ys_area_um2": 2580,
  "rows": 28,
  "die-width_um": 82.3,
  "status": "finished, final reports clean",
  "async_reset_ff_share_pct": 0,
  "startpoint_type": "input port",
  "wl_per_cell_um": 19.4,
  "rsz0062_at_grt": "no",
  "top_register": "memory",
  "ff_type": "edfxtp_1",
  "hold_viol": 0,
  "min_path_type": "in -> reg",
  "worstSetupPathType": "in -> out",
  "use_met3_pct": 14.0,
  "cp_max_fo": 7,
  "syn2layout_area_growth_pct": 21.2,
  "drt-initial-drc-count": 57,
  "tool_warnings": 25,
  "ys_cells": 129,
  "power.density_nw_per_um2": 633,
  "required_ns": 2.08,
  "ys_seq_share_pct": 74.5,
  "worst_pin_slew_ns": 0.583,
  "antenna_found_initial": 0,
  "dieArea_um2": 6770,
  "synth_cell_types": 18,
  "drv_slew": 0,
  "hold_slack_ns": 0.812,
  "cts_root_buf": "clkbuf_8",
  "max_cap_viol_count": 0,
  "antenna_cells_inserted": 0,
  "grt_usage_pct": 17.5,
  "grt_overflow_total": 0,
  "reg_top3": "memory (64)",
  "grt_pass1_vias": 1424,
  "top_area_cell": "edfxtp_1",
  "grt_util_met1_pct": 24.3,
  "ctsHoldBuffers": 0,
  "ys.flops": 64,
  "die_h_um": 82.3,
  "clock_sinks": 64
}
-- placed cells by master, fill, tap and decap left out, types with 4 or more instances in the layout --
cell,synthesis,routed
mux4_2,10,15
nand2_1,5,5
edfxtp_1,64,64
nor3_1,4,4
nor2_1,13,12
a22oi_2,1,4
nand3_1,9,8
buf_4,1,15
clkbuf_8,0,9
clkdlybuf4s50_1,0,10
-- report_power, final --
| group | total [mW] | switching, mW | internal, mW |
|---|---|---|---|
| clock network | 0.649 | 0.323 | 0.325 |
| logic | 0.168 | 0.0753 | 0.0925 |
| registers | 1.16 | 0.00430 | 1.16 |
-- routing by layer --
layer  share of wire [%]  up-vias
li1                    -      601
met3                  14        9
met4                 2.1        0
met5                   0        -
met2                  44       69
met1                  41      630
-- synthesized netlist by cell type, types with 2 or more instances --
cell type,count
a22oi_1,3
buf_2,3
edfxtp_1,64
mux4_1,6
mux4_2,10
nand2_1,5
nand2b_1,2
nand3_1,9
nand3b_1,2
nor2_1,13
nor2b_1,2
nor3_1,4
-- worst max-delay path, stage by stage --
cell,delay (ns)
buf_4,0.13
buf_12,0.14
mux4_2,0.55
a22oi_2,0.16
nand3_1,0.10
clkdlybuf4s50_1,0.40
-- cell type report --
class	instances	area (um2)
fill	478	2940
clock buffer	11	131
sequential	64	1920
timing repair buffer	33	362
multi-input combinational	58	606
clock inverter	3	11.3
tap	75	93.8
-- through the flow --
stage	total power [mW]	setup slack [ns]	instance area [um2]	cells
2_1_floorplan	1.25	0.616	2580	129
3_3_place_gp	1.33	-0.447	2900	225
3_5_place_dp	1.33	-0.465	2900	225
4_1_cts	1.99	0.000224	3110	242
5_1_grt	2.06	0.00391	3130	244
6_report	1.98	0.0735	3130	244
-- final timing paths --
kind | from | to | slack (ns) | depth (start not counted)
hold / removal | address[0] | memory[8][3]$_DFFE_PP_ | 0.81 | 4
setup / recovery | address[0] | valueOut[2] | 0.07 | 6
-- kinds of logic after synthesis --
kind of cell	after synthesis	synth area share (%)
mux	16	14.8
buf+inv	7	2.23
simple gates	38	7.04
flops	64	74.5
compound gates	4	1.36
-- what timing repair did --
item | 4_1_cts | 5_1_grt
gates resized | 16 | 6
pin swaps | 1 | 5
buffers inserted | 1 | 2
gates cloned | 2 | 0
endpoints found under the setup margin | 4 | 3
Power is estimated from default activity; no workload was simulated.
