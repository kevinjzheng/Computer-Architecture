`./config.mk`:
```
export PLATFORM = sky130hd
export DESIGN_NAME = E15Process
export DESIGN_NICKNAME = E15Process
export VERILOG_FILES = /design/flow/design.v
export SDC_FILE = /design/flow/constraint.sdc
export NUM_CORES = 4
export LEC_CHECK = 1
export CORE_AREA = 10 10 70 70
export DIE_AREA = 0 0 80 80
```
`./constraint.sdc`:
```
current_design E15Process

set clk_period 1.4
set clk_io_pct 0.2

create_clock -name clk0 -period $clk_period [get_ports {clk}]

set non_clock_inputs [all_inputs -no_clocks]
set_input_delay [expr $clk_period * $clk_io_pct] -clock clk0 $non_clock_inputs
set_output_delay [expr $clk_period * $clk_io_pct] -clock clk0 [all_outputs]
```
`./design.v`:
```
module E15Process(input clk, 
                  output reg [3:0] pc,              
                  output reg [3:0] opCode,          
                  output reg [1:0] src, dst,        
                  output reg [3:0] immData,         
                  output reg [3:0] r0, r1, r2, r3,  
                  output tri [3:0] mBus, dstBus     
                  );
   parameter fetch=2'd0, decode=2'd1, exec=2'd2, store=2'd3;
   parameter Rg0 = 2'b00, Rg1 = 2'b01, Rg2 = 2'b10, Rg3 = 2'b11, 
             RXX = 2'b00;
   parameter
     jmp  = 4'b0000, jz   = 4'b0010,  jnz  = 4'b0011,
     movi = 4'b1001, mov  = 4'b1000,  muli = 4'b0101,
     addi = 4'b1011, add  = 4'b1010,  mul  = 4'b0111,
     subi = 4'b1101, sub  = 4'b1100,
     cmpi = 4'b1111, cmp  = 4'b1110;
   parameter   hiZ = 4'bz;
   parameter   bEn_R0 = 3'd0, bEn_R1 = 3'd1, 
     bEn_R2 = 3'd2, bEn_R3 = 3'd3, 
     bEn_ALU = 3'd4, bEn_Imm = 3'd5;
   reg  [3:0] pcIncr;  
   wire [3:0] pcRes;   
   wire       pcz;     
   reg [1:0]  myState;       
   reg [11:0] myROM [15:0];  
   reg [3:0]  mbEn, dbEn;    
   reg [1:0]  aluOperation;  
   reg [3:0]  aluOut;     
   reg        zFlag;      
   wire [3:0] resVal;     
   wire       zVal;       
   initial
     begin
myROM[0]  = {movi, RXX, Rg0, 4'b0111};
myROM[1]  = {movi, RXX, Rg1, 4'b0010};
myROM[2]  = {mul,  Rg1, Rg0, 4'b0000};
myROM[3]  = {muli, RXX, Rg1, 4'b0011};
myROM[4]  = {jmp,  RXX, RXX, 4'b0000};
myROM[5]  = {jmp,  RXX, RXX, 4'b0000};
myROM[6]  = {jmp,  RXX, RXX, 4'b0000};
myROM[7]  = {jmp,  RXX, RXX, 4'b0000};
myROM[8]  = {jmp,  RXX, RXX, 4'b0000};
myROM[9]  = {jmp,  RXX, RXX, 4'b0000};
myROM[10] = {jmp,  RXX, RXX, 4'b0000};
myROM[11] = {jmp,  RXX, RXX, 4'b0000};
myROM[12] = {jmp,  RXX, RXX, 4'b0000};
myROM[13] = {jmp,  RXX, RXX, 4'b0000};
myROM[14] = {jmp,  RXX, RXX, 4'b0000};
myROM[15] = {jmp,  RXX, RXX, 4'b0000};
        pc = 4'b0000;
        myState = fetch;
     end
   always @(posedge clk)
     case(myState)
       fetch:
         begin
            {opCode, src, dst, immData} = myROM[pc];
            myState <= decode;
         end
       decode:
         begin
            case(opCode)
              movi, addi, subi, cmpi, muli:
                begin
                   mbEn <= bEn_Imm;
                end
              mov, add, sub, cmp, mul:
                case(src)
                  Rg0: mbEn <= bEn_R0;
                  Rg1: mbEn <= bEn_R1;
                  Rg2: mbEn <= bEn_R2;
                  Rg3: mbEn <= bEn_R3;
                endcase
            endcase 
            case(dst)
              Rg0: dbEn <= bEn_R0;
              Rg1: dbEn <= bEn_R1;
              Rg2: dbEn <= bEn_R2;
              Rg3: dbEn <= bEn_R3;
            endcase
            aluOperation <= ((opCode == add) | (opCode == addi)) ? 1 :
                            ((opCode == sub) | (opCode == subi)) ? 0 :
                            2;
            myState <= exec;
         end
       exec:
         begin
            case(opCode)
              addi, add, subi, sub, cmpi, cmp, muli, mul:
                begin
                   pcIncr <= 4'd1;
                   mbEn <= bEn_ALU;
                   aluOut <= resVal;
                   zFlag <= zVal;
                end
              jmp: pcIncr <= immData;
              jz:  pcIncr <= zFlag ? immData : 4'd1;
              jnz: pcIncr <= zFlag ? 4'd1 : immData;
              default: pcIncr <= 4'd1; 
            endcase
            myState <= store;
         end
       store:
         begin
            case(opCode)
              movi, mov, add, addi, sub, subi, mul, muli:
                case(dst)
                  Rg0: r0 <= mBus;
                  Rg1: r1 <= mBus;
                  Rg2: r2 <= mBus;
                  Rg3: r3 <= mBus;
                endcase
            endcase
            pc <= pcRes;
            myState <= fetch;
         end
     endcase
   assign mBus = (mbEn==bEn_R0)  ? r0      : hiZ;
   assign mBus = (mbEn==bEn_R1)  ? r1      : hiZ;
   assign mBus = (mbEn==bEn_R2)  ? r2      : hiZ;
   assign mBus = (mbEn==bEn_R3)  ? r3      : hiZ;
   assign mBus = (mbEn==bEn_Imm) ? immData : hiZ;
   assign mBus = (mbEn==bEn_ALU) ? aluOut  : hiZ;
   assign dstBus = (dbEn==bEn_R0)  ? r0 : hiZ;
   assign dstBus = (dbEn==bEn_R1)  ? r1 : hiZ;
   assign dstBus = (dbEn==bEn_R2)  ? r2 : hiZ;
   assign dstBus = (dbEn==bEn_R3)  ? r3 : hiZ;
   fancyALU dataALU(aluOperation, mBus, dstBus, zVal, resVal);
   fancyALU pcALU(2'b01, pc, pcIncr, pcz, pcRes);
endmodule
module fancyALU(
    input [1:0] operation,
    input [3:0] src, dst,
    output zFlag,
    output [3:0] res);
    assign res = (operation==1) ? (dst + src) : (operation==0) ? (dst - src) : (dst*src);
    assign zFlag = !(res);
endmodule
```
`./run.sh`:
```
#!/bin/bash
# OpenROAD 26Q1-2900-gdf79404cd8, Yosys 0.63+post, stock flow scripts
make -C /OpenROAD-flow-scripts/flow DESIGN_CONFIG=/design/flow/config.mk WORK_HOME=/design/flow/orfs finish
```
==> flow_summary.rst <==
Synthesis and place-and-route
=============================

.. list-table::
   :header-rows: 1

   * - Metric
     - Value
   * - Status
     - completed
   * - Iteration-0 DRC Markers
     - 36
   * - Average wire length per cell after detail routing
     - about 9.0 um
   * - Most frequent cells in the layout
     - conb_1, edfxtp_1, dlymetal6s2s_1, buf_4
   * - Max-cap violation count
     - 0
   * - Cell Pwr Density
     - 704 nW/um^2
   * - Reg clk slew, reported paths
     - approximately 0.060 ns
   * - Post-detailed-routing wire length
     - 1120 um
   * - Critical path required time
     - approximately 1.1 ns
   * - Unrepaired setup endpoints after global routing
     - no
   * - Post-Place Worst Slack
     - about 0.22 ns
   * - Cell area after synthesis
     - 677 um^2
   * - Startpoint type of the worst setup path
     - flip-flop
   * - Worst flop-to-flop path startpoint
     - pc[1]
   * - Aggregate global routing overflow
     - 0
   * - Per-cell via count in the routed design
     - around 2.7
   * - Destination of the critical timing path
     - opCode[2]
   * - Clock skew
     - about 0.0028 ns
   * - Clock latency on the worst-skew pair
     - about 0.26 ns
   * - Clock Tree Root
     - clkbuf_4
   * - Crit Reg-Reg Endpoint
     - pc[2]
   * - Yosys-reported design area after synthesis
     - between 600 and 700 um^2
   * - CTS H-tree lvls
     - 1
   * - Crit. End Element
     - primary output
   * - Global-route wire length before repair
     - 1660 um
   * - Buf/Inv on CP
     - 1
   * - Final setup fails
     - 0
   * - Number of global-route vias before repair
     - approximately 360
   * - Arr. time, crit path
     - between 1 and 1.5 ns
   * - Top cell excl fill/tap
     - conb_1
   * - Pin count of the biggest net entering global routing
     - 8
   * - Origin of the worst setup path
     - opCode[2]
   * - Worst reg2reg path depth
     - 4
   * - Ant. Diodes
     - 0
   * - Critical-path cell with the highest stage delay
     - clkdlybuf4s50_1
   * - Log Warnings
     - 27
   * - Hold crit path type
     - reg2reg
   * - Number of ports placed on the die boundary
     - about 41
   * - Tally of buffers added on design ports
     - 10
   * - TritonCTS clock tree
     - built
   * - Area added between synthesis and finish
     - 17.7%
   * - Final critical path time including I/O delays and setup
     - ~1.3 ns
   * - List of cells traversed by the critical path
     - clkdlybuf4s50_1
   * - Initial DRT Pass Iterations
     - 2
   * - Worst Path Max Fanout
     - 1
   * - Number of DRC violations after detailed routing
     - 0
   * - Worst path depth
     - 1
   * - Overall routing resource usage
     - 3.24%
   * - Clock tree sinks
     - 11
   * - Flop-to-flop setup slack
     - between 0.15 and 0.2 ns
   * - Static leakage
     - a little under 0.5 nW
   * - Kind of cell with the highest combined delay on the critical path
     - buffers and inverters
   * - Worst vdd rail ir drop
     - 0.178 mV
   * - Num CTS Buffers
     - 3
   * - Maximum root-to-sink buffer count
     - 2
   * - Worst setup path category
     - reg2out
   * - Placeable core region
     - around 3400 um^2
   * - Final count of hold timing violations
     - 0
   * - FF+latch count, synth
     - 11
   * - Antenna-violating nets left
     - 0
   * - Global placement routability congestion
     - between 0.7 and 0.8
   * - Horizontal extent of the die
     - ~80 um
   * - Cells after Synth
     - roughly 60
   * - Syn_area_per_cell
     - between 10 and 15 um^2
   * - Distinct lib cells
     - 15
   * - Cell Rows
     - 21
   * - Sequential cell area fraction in the yosys report
     - between 40% and 50%
   * - Post-detail-place hpwl
     - 957 um
   * - Yosys warns
     - 21
   * - Yosys cell count
     - approximately 60
   * - Fraction of layout cells with a size suffix above 1
     - between 10% and 20%
   * - Max Transition Viols Final
     - 0
   * - Final period util
     - a little over nine tenths
   * - Number of antenna violations at the first check in global routing
     - 0
   * - Share of the core filled by cells before placement
     - 19.8%
   * - Total Neg Setup Slack
     - 0 ns
   * - Chip area
     - roughly 6400 um^2
   * - Die Span Y
     - about 80 um
   * - Highest clock rate
     - 0.753 GHz
   * - Crit path largest cell delay
     - 0.47 ns
   * - Final worst setup slack
     - between 0.07 and 0.08 ns
   * - Routed vias
     - 336
[cells in the mapped netlist]
cell type,number,area [um^2]
nand3_2,1,10.0
edfxtp_1,9,270
nor3_1,2,10.0
and2_1,1,6.26
xor2_1,1,8.76
or2_2,1,6.26
xnor2_1,1,8.76
ha_1,4,50.1
nor2_2,1,6.26
conb_1,1,3.75
inv_1,3,11.3
nor2b_1,1,6.26
dfxtp_1,2,40.0
and3_1,1,6.26
buf_4,31,233
[state kept, by name, summed over array words and instances (netlist names)]
register and count:
myState 2, dst 1, opCode 3, src 1, pc 4
[worst min-delay path by stage]
stage,start,depth (start not counted),slack (ns),endpoint
finish,myState[1],2,0.62,myState[0]
global route,myState[1],2,0.68,myState[0]
CTS,myState[1],2,0.63,myState[0]
[stage by stage]
step	std cells	hold WS (ns)	power [mW]	utilization, %	cell area, um^2
2_1_floorplan	89	0.550	0.415	-	786
3_5_place_dp	117	0.604	0.363	21.5	733
5_1_grt	124	0.679	0.598	23.3	797
3_3_place_gp	117	0.584	0.365	21.5	733
4_1_cts	123	0.628	0.569	22.7	774
6_report	124	0.622	0.561	23.3	797
[final cells by class]
cell class / count / area, um^2
flip-flops and latches: 11 / 310
multi-input cells: 44 / 231
inverters: 3 / 11.3
well taps: 46 / 57.6
repair buffers: 16 / 160
clock buffers: 4 / 26.3
fillers: 369 / 2620
[tightest hold or removal path: stages (launching register included)]
cell	delay, ns
dfxtp_1	0.35
ha_1	0.15
or2_2	0.09
[kinds of logic after synthesis]
logic type	share of synthesized area, %
other cells	0.554
simple gates	7.58
xor+xnor	2.59
flops	45.8
fa+ha+maj	7.39
buf+inv	36.0
[what timing repair did]
action	in CTS	in global routing
endpoints found under the setup margin	2	6
pin swaps	0	0
hold buffers	0	0
resized	0	6
setup buffers	2	1
[per-layer routing]
metal  wire [um]  global-route usage, %  up-vias
li1            -                      -      166
met1         458                   3.60      146
met2         541                   5.14       24
met3         123                   2.05        0
met4           0                  0.704        0
met5           0                      0        -
[power breakdown]
part	total (mW)	internal [mW]	leakage [nW]	switching [mW]
clock network	0.208	0.110	0.0150	0.0979
registers	0.348	0.348	0.121	0
logic	0.00496	0	0.356	0.00496
No activity file was given, so power comes from the tool's default toggle rates.
